File: flow/config.mk
export PLATFORM = sky130hd
export DESIGN_NAME = fetch
export DESIGN_NICKNAME = fetch
export VERILOG_FILES = /design/flow/design.v
export SDC_FILE = /design/flow/constraint.sdc
export NUM_CORES = 4
export LEC_CHECK = 1
export CORE_UTILIZATION = 30
File: flow/constraint.sdc
current_design fetch

set clk_period 19.1
set clk_io_pct 0.2

create_clock -name clk0 -period $clk_period

set non_clock_inputs [all_inputs -no_clocks]
set_input_delay [expr $clk_period * $clk_io_pct] -clock clk0 $non_clock_inputs
set_output_delay [expr $clk_period * $clk_io_pct] -clock clk0 [all_outputs]
File: flow/design.v
module fetch(
    input wire [63:0] f_pc_i,
    input wire [79:0] inst_i,
    input wire mem_error_i,
    output reg [3:0] f_icode_o,
    output reg [3:0] f_ifun_o,
    output reg [3:0] f_rA_o,
    output reg [3:0] f_rB_o,
    output reg [63:0] f_valC_o,
    output reg [63:0] f_valP_o,
    output reg [63:0] f_predPC_o,
    output reg [2:0] f_stat_o
    );
    always @(f_pc_i, inst_i, mem_error_i)
    begin
        f_icode_o = inst_i[79:76];
        f_ifun_o = inst_i[75:72];
        f_rA_o = 4'HF;
        f_rB_o = 4'HF;
        f_valC_o = 64'H0;
        f_valP_o = 64'H0;
        f_stat_o = 3'B000;
        f_predPC_o = 64'H0;
        if(mem_error_i == 1'B0)
        begin
            case(f_icode_o)
                4'H0:
                    begin
                        f_valP_o = f_pc_i + 64'H1;
                        f_predPC_o = f_valP_o;
                        f_stat_o = 3'B100;    
                    end
                4'H1:
                    begin
                        f_valP_o = f_pc_i + 64'H1;
                        f_predPC_o = f_valP_o;
                        f_stat_o = 3'B000;    
                    end
                4'H2:
                    begin
                        f_rA_o = inst_i[71:68];
                        f_rB_o = inst_i[67:64];
                        f_valP_o = f_pc_i + 64'H2;
                        f_predPC_o = f_valP_o;
                        f_stat_o = 3'B000;
                    end
                4'H6:
                    begin
                        f_rA_o = inst_i[71:68];
                        f_rB_o = inst_i[67:64];
                        f_valP_o = f_pc_i + 64'H2;
                        f_predPC_o = f_valP_o;
                        f_stat_o = 3'B000;
                    end
                4'H3:
                    begin
                        f_rA_o = inst_i[71:68]; 
                        f_rB_o = inst_i[67:64];
                        f_valC_o = {inst_i[7:0], inst_i[15:8], inst_i[23:16], inst_i[31:24],
                                    inst_i[39:32], inst_i[47:40], inst_i[55:48], inst_i[63:56]};
                        f_valP_o = f_pc_i + 64'HA;
                        f_predPC_o = f_valP_o;
                        f_stat_o = 3'B000;
                    end
                4'H4:
                    begin
                        f_rA_o = inst_i[71:68];
                        f_rB_o = inst_i[67:64];
                        f_valC_o = {inst_i[7:0], inst_i[15:8], inst_i[23:16], inst_i[31:24],
                                    inst_i[39:32], inst_i[47:40], inst_i[55:48], inst_i[63:56]};
                        f_valP_o = f_pc_i + 64'HA;
                        f_predPC_o = f_valP_o;
                        f_stat_o = 3'B000;
                    end
                4'H5:
                    begin
                        f_rA_o = inst_i[71:68];
                        f_rB_o = inst_i[67:64];
                        f_valC_o = {inst_i[7:0], inst_i[15:8], inst_i[23:16], inst_i[31:24],
                                    inst_i[39:32], inst_i[47:40], inst_i[55:48], inst_i[63:56]};
                        f_valP_o = f_pc_i + 64'HA;
                        f_predPC_o = f_valP_o;
                        f_stat_o = 3'B000;
                    end
                4'H7:
                    begin
                        f_valC_o = {inst_i[15:8], inst_i[23:16], inst_i[31:24], inst_i[39:32],
                                    inst_i[47:40], inst_i[55:48], inst_i[63:56], inst_i[71:64]};
                        f_valP_o = f_pc_i + 64'H9;
                        f_predPC_o = f_valC_o;
                        f_stat_o = 3'B000;
                    end
                 4'H8:
                    begin
                        f_rA_o = 4'H4;
                        f_rB_o = 4'H4;
                        f_valC_o = {inst_i[15:8], inst_i[23:16], inst_i[31:24], inst_i[39:32],
                                    inst_i[47:40], inst_i[55:48], inst_i[63:56], inst_i[71:64]};
                        f_valP_o = f_pc_i + 64'H9;
                        f_predPC_o = f_valC_o;
                        f_stat_o = 3'B000;
                    end
                4'H9:
                    begin
                        f_rA_o = 4'H4;
                        f_rB_o = 4'H4;
                        f_valP_o = f_pc_i + 64'H1;
                        f_stat_o = 3'B000;
                    end
                4'HA:
                    begin
                        f_rA_o = inst_i[71:68];
                        f_rB_o = 4'H4;
                        f_valP_o = f_pc_i + 64'H2;
                        f_predPC_o = f_valP_o;
                        f_stat_o = 3'B000;
                    end
                4'HB:
                    begin
                        f_rA_o = inst_i[71:68]; 
                        f_rB_o = 4'H4;
                        f_valP_o = f_pc_i + 64'H2;
                        f_predPC_o = f_valP_o;
                        f_stat_o = 3'B000;
                    end
                default:
                    begin   
                        f_valP_o = f_pc_i + 64'H1;
                        f_predPC_o = f_valP_o;
                        f_stat_o = 3'B001;    
                    end
            endcase
        end
        else
        begin
            f_stat_o = 3'B010;   
        end
    end
endmodule
File: flow/run.sh
#!/bin/bash
# OpenROAD 26Q1-2900-gdf79404cd8, Yosys 0.63+post, stock flow scripts
make -C /OpenROAD-flow-scripts/flow DESIGN_CONFIG=/design/flow/config.mk WORK_HOME=/design/flow/orfs finish
==> reports/metrics.yaml <==
worst_path_dominant_cell_family: "buffers and inverters"
maxSlewViolCount: 0
cts_hold_buf: 0
chip_area_um2: 29200
gp_congestion: 1.02
flop_area_um2: 0
port_buffers: 348
core_um2: 27900
setup_viol: 0
nFlopsAndLatches: 0
ys_area_um2: 8550
stdcell_count: 2054
num_io_pins: 356
postRouteAntennaNets: 0
p_int_uw: 123
ys_warn_count: 1
vdd_ir_drop_max_mv: 0.0165
grt_max_degree: 71
power_density_nw_per_um2: 22.7
postLayoutSetupSlackWorst_ns: 7.19
syn_area_per_cell_um2: 5.84
n_clock_buffer: 0
crit_fanout: 18
grt_pass1_vias: 11715
combinationalPowerShare_pct: 100.0
fill_cells: 3048
logic_area_um2: 7800
via_per_inst: 6.35
status: "finished, final reports clean"
num_rows: 61
slew_headroom_pct: 31.8
tool_warnings: 32
min_period_ns: 11.91
wirelength_mm: 58.7
rsz0062_at_grt: "no"
power_frac_clock_pct: 0
p_leak_nw: 3.60
drt_iter0_markers: 1347
dp_hpwl_mm: 45.3
dieWidth_um: 171
first_pass_iters: 5
yosysUniqueCellTypes: 81
antenna_found_initial: 0
cpPeakStageDelay_ns: 0.89
crit_buf_inv: 2
period_used_pct: 62.4
p_sw_uw: 150
synth_area_um2: 8550
cts_resized: 0
finalHoldViolations: 0
wl_per_cell_um: 28.6
yosys.stat.seqShare_pct: 0
fp.dieH_um: 171
worstMarginPinSlew_ns: 1.01
postSynthCellCount: 1464
initCoreUtil_pct: 30.6
p_seq_share_pct: 0
drive_gt1_share_pct: 4.77
fmax_ghz: 0.0840
post-place-cells: 2054
cp.arrival_ns: 8.09
ys_cells: 1464
worstSetupStartpointType: "primary input"
swShare_pct: 54.8
gr-total-overflow: 0
path_class: "in -> out"
crit_required_ns: 15.28
grt_pass1_wl_mm: 83.0
drc_errors: 0
num_vias: 13036
hp-class: "in -> out"
crit_path_end_kind: "output port"
drv_cap: 0
crit_path_cell_trace: "clkdlybuf4s50_1 -> nand4_2 -> or4_4 -> o22ai_1 -> a21oi_1 -> a31oi_1 -> a211oi_1 -> a211oi_1 -> clkdlybuf4s50_1"
fin_setup_tns_ns: 0
place_ws_ns: 7.27
syn_to_final_growth_pct: 40.7
grtUsageTotal_pct: 39.5
n_antenna_cell: 0
cts_setup_buffers: 0
crit_slowest_cell: "clkdlybuf4s50_1"
==> cell usage after synthesis (all sizes together) (29+ instances only) <==
master	count	share of area [%]
a21oi	165	9.7
a221oi	31	3.3
a22oi	40	3.6
a31oi	42	3.1
buf	73	4.6
clkbuf	92	4.1
nand2	178	7.8
nand3	52	3.2
nand4	56	4.8
nor2	155	7.0
nor3	38	2.6
nor4	29	3.0
o21ai	129	7.5
xnor2	55	5.6
xor2	56	5.7
==> final timing paths <==
| kind | endpoint | slack [ns] | from | depth (start not counted) |
|---|---|---|---|---|
| max | f_predPC_o[54] | 7.19 | f_pc_i[4] | 9 |
| min | f_ifun_o[0] | 7.64 | inst_i[72] | 0 |
==> layout by cell type, fill, tap and decap left out, types with 20 or more instances in the layout <==
cell type        instances
or3_1                   20
nand3_1                 49
buf_4                   30
xnor2_1                 55
and4_1                  20
a31oi_1                 42
a21oi_1                164
a221oi_1                29
a22oi_1                 39
clkdlybuf4s50_1        347
nand2_1                177
nor3_1                  33
and3_1                  20
xor2_1                  56
o21ai_0                123
nor2_1                 152
nand4_1                 48
==> power groups by stage <==
stage                 Sequential, mW  Clock [mW]  Combinational, mW
after CTS                          0           0              0.269
final                              0           0              0.273
after global routing               0           0              0.289
==> layout make-up <==
| type | instances | share of cell area (%) |
|---|---|---|
| Multi-Input combinational cell | 1282 | 64.8 |
| Timing Repair Buffer | 377 | 30.7 |
| Inverter | 17 | 0.530 |
| Tap cell | 378 | 3.93 |
==> routing by layer <==
metal | vias up | routed length, µm | GRT usage (%) | share of wire (%)
met2 | 791 | 26000 | 60.1 | 44
met5 | - | 0 | 0 | 0
met3 | 113 | 5330 | 6.67 | 9.1
met1 | 6227 | 24200 | 54.3 | 41
met4 | 0 | 3170 | 18.6 | 5.4
li1 | 5905 | - | - | -
==> logic make-up after synthesis <==
group | Yosys count | share of synthesized area, %
AOI/OAI and AO/OA | 552 | 41.0
muxes | 3 | 0.366
buffers and inverters | 182 | 9.39
adders and majority gates | 4 | 0.527
and+or+nand+nor | 612 | 37.3
xor gates and xnor gates | 111 | 11.4
==> per-stage QoR <==
stage                     total power, mW  util [%]  instance area [µm²]  hold WS (ns)
after floorplan                     0.119         -                 8550          7.66
after global placement              0.268      43.1                12000          7.64
after detailed placement            0.267      43.1                12000          7.64
after CTS                           0.269      43.1                12000          7.64
after global routing                0.289      43.1                12000          7.64
final                               0.273      43.1                12000          7.64
No activity file was given, so power comes from the tool's default toggle rates.
