$ cat ./run.sh
#!/bin/bash
# OpenROAD 26Q1-2900-gdf79404cd8, Yosys 0.63+post, stock flow scripts
make -C /OpenROAD-flow-scripts/flow DESIGN_CONFIG=/design/flow/config.mk WORK_HOME=/design/flow/orfs finish
$ cat ./config.mk
export PLATFORM = sky130hd
export DESIGN_NAME = registers
export DESIGN_NICKNAME = registers
export VERILOG_FILES = /design/flow/design.v
export SDC_FILE = /design/flow/constraint.sdc
export NUM_CORES = 4
export LEC_CHECK = 1
export CORE_UTILIZATION = 50
$ cat ./constraint.sdc
current_design registers

set clk_period 11.5
set clk_io_pct 0.2

create_clock -name clk0 -period $clk_period [get_ports {clk}]

set non_clock_inputs [all_inputs -no_clocks]
set_input_delay [expr $clk_period * $clk_io_pct] -clock clk0 $non_clock_inputs
set_output_delay [expr $clk_period * $clk_io_pct] -clock clk0 [all_outputs]
$ cat ./design.v
module registers(
    input wire clk,
    input wire rst,
    input wire [3:0]W_dstM_i,
    input wire [3:0]W_dstE_i,
    input wire [63:0]W_valM_i,
    input wire [63:0]W_valE_i,
    input wire [3:0]d_srcA_i,
    input wire [3:0]d_srcB_i,
    output reg [63:0]d_rvalA_o,
    output reg [63:0]d_rvalB_o
    );
    reg [63:0]registers[0:4'HF]; 
    always @(posedge clk)
        begin
            if(rst == ~1'B1 && W_dstM_i < 4'HF)
            begin
                registers[W_dstM_i] <= W_valM_i;
            end
        end
    always @(posedge clk)
        begin
            if(rst == ~1'B1 && W_dstE_i < 4'HF)
            begin
                registers[W_dstE_i] <= W_valE_i;
            end
        end
    always @(*)
        begin
            if(rst == 1'B1 || d_srcA_i >= 4'HF)
            begin
                d_rvalA_o = 64'H0;
            end
            else if(d_srcA_i == W_dstM_i)
            begin
                d_rvalA_o = W_valM_i;
            end
            else if(d_srcA_i == W_dstE_i)
            begin
                 d_rvalA_o = W_valE_i;
            end
            else
            begin
                d_rvalA_o = registers[d_srcA_i];
            end
        end
    always @(*)
        begin
            if(rst == 1'B1 || d_srcB_i >= 4'HF)
            begin
                d_rvalB_o = 64'H0;
            end
            else if(d_srcB_i == W_dstM_i)
            begin
                d_rvalB_o = W_valM_i;
            end
            else if(d_srcB_i == W_dstE_i)
            begin
                d_rvalB_o = W_valE_i;
            end
            else
            begin
                d_rvalB_o = registers[d_srcB_i];
            end
        end
endmodule
==> notes.md <==
The run has ended; figures from its reports follow.

The antenna violation net count after detailed routing came out at 0. A synthesized cell averages 13.4 um2. STA classifies the critical path endpoint as a primary output.

The setup fix buffers added after clock tree synthesis is 0. The total met2 wirelength after detailed routing is 101 mm. The post-layout minimum cycle time is 8.92 ns. The maximum resistive drop on vdd came out at 0.000122 V.

The detailed router used layers up to and including met5. The first detailed-routing pass took 6 iterations. The flow reports an fmax of 0.112 GHz. The most area-hungry cell type in the Yosys netlist is sky130_fd_sc_hd__edfxtp_1. The global router's overall resource usage is 38.7%.

Wire segments on met3 add up to 34.2 mm in the final route. The clock-pin slew reported for the worst setup and hold paths after clock tree synthesis is 0.06 ns. The number of rows in the core area came out at 128. The total setup violations reported at the end of the flow came out at 0. The DRC violation total left in the routed layout is recorded as 0. The routability congestion estimate is 0.902. The fraction of the core area occupied by cells at floorplan is 50.4%. The count of yosys warnings during synthesis is 1. The data required time of the worst path came out at roughly 9 ns.

More flip-flops sit in one register than any other, and that register is registers. The largest net degree at the start of global routing is 81. For this run, the detailed router reports a per-instance via density of 6.79. The tree is rooted in a sky130_fd_sc_hd__clkbuf_16. After synthesis, the cell types taking the most area are sky130_fd_sc_hd__edfxtp_1, sky130_fd_sc_hd__mux2_2, sky130_fd_sc_hd__mux4_2. Summed over all layers, the global routing overflow is 0.

The post-route fraction of the period consumed by the critical path came out at 77.6%. The report puts the hold buffer count at CTS at 0. The placeable core area came out at 122000 um2.

The ratio of cells with drive above 1 in the final layout is 29.3%. The relative slew slack is around 34%. The number of max-cap violations is 0. The pin slew with the least headroom to its limit is 0.987 ns. The class of the most critical hold timing path is in2reg. The layout report lists the combined flip-flop and latch area as 30700 um2.

The maximum level of the CTS H-tree came out at 3. The chip area from the yosys synthesis statistics is 61500 um2. The share of the Yosys chip area taken by registers is 50.0%. The half-perimeter wire length after detailed placement came out at 127 mm. The highest net fanout along the worst path came out at 33. For reference, the final report shows the max-slew violation count at 0. The top cell types in the final layout, fill and taps aside, are sky130_fd_sc_hd__edfxtp_1, sky130_fd_sc_hd__mux2_2, sky130_fd_sc_hd__mux2i_1. Detailed routing inserted a total of 42800 vias. The TritonCTS sink count came out at 1024. The minimum hold slack is approximately 2.5 ns. The DRC marker count from the first detailed-route iteration came out at 3106.

The netlist area before placement is 61500 um2. The CTS report gives the tree buffer count as ~120. The die outline height came out at 353 um. The largest registers in the layout are registers x1024.

The flip-flop count of the largest register after layout is 1024. The most critical setup path has its startpoint at W_dstM_i[3]. On the critical path the data arrives at 6.62 ns. The static leakage came out at roughly 23 nW. Summing over the stages, the warning tally comes to 26. After synthesis, the largest area contributor takes up 50.0% of total cell area. The met1 routed wirelength after detailed routing is 76.5 mm. The power density over the cells came out at 136 nW/um2. The tally of unique sky130hd cells used after synthesis came out at approximately 45.

The summed negative setup slack over all endpoints is 0 ns. Per the detailed-route log, wirelength across all metal layers totals between 200 and 250 mm. By instance count after routing, the leading logic cell type is sky130_fd_sc_hd__edfxtp_1. TritonCTS built the clock tree. The horizontal die size is 353 um.

By startpoint and endpoint, the worst setup path is classified as in2out. For the worst min-delay path, the startpoint reported by OpenROAD is W_valE_i[60]. The total cells reported by yosys after synthesis is between 4000 and 5000. Setup repair after global routing left no endpoint under its margin. The number of gates resized after CTS was 0. The count of state elements after synthesis is just over 1000.

STA classifies the critical path startpoint as an input pin. The global-route wire length before repair came out at 315 mm. The number of antenna violations at the first check in global routing is 9. The number of buffers on the longest clock path is 3.

The average detailed-routed wire length per instance is 35.0 um. The area taken by multi-input logic gates came out at 28100 um2. 274 I/O pins were placed. The placement report lists the number of port buffers as roughly 270.

The flow ran to the end, and the final reports show no timing, DRC or antenna violations. Per the run report, area growth between synthesis and finish was 11.6%. Counting every instance in the synthesized netlist gives 4592.

The die outline area is 124000 um2. Per the final timing report, the hold violations number 0. The number of global-route vias before repair came out at 44700. The count of fill cells added during filler insertion came out at 9681.
[worst paths after layout]
path | end | cells after the start
worst min-delay path | registers[15][60] | 1
worst max-delay path | d_rvalA_o[1] | 8
[worst max-delay path: stages]
cell and delay, ns:
sky130_fd_sc_hd__clkdlybuf4s50_1 0.85, sky130_fd_sc_hd__xnor2_1 0.18, sky130_fd_sc_hd__nand4_1 0.12, sky130_fd_sc_hd__buf_4 0.51
sky130_fd_sc_hd__and2_4 0.88, sky130_fd_sc_hd__buf_4 0.83, sky130_fd_sc_hd__a221oi_1 0.38, sky130_fd_sc_hd__clkdlybuf4s50_1 0.52
[area by class of cell]
| cell class | instances | area share (%) |
|---|---|---|
| antenna | 2 | 0.00730 |
| clock buffer | 150 | 4.54 |
| clock inverter | 68 | 0.669 |
| inverter | 64 | 0.350 |
| multi-input combinational | 2964 | 41.0 |
| sequential | 1024 | 44.8 |
| tap | 1625 | 2.96 |
| timing repair buffer | 416 | 5.61 |
[metrics by stage]
stage	util [%]	area, um2	total power (W)	setup WS (ns)	std cells
after detailed placement	53.3	65000	0.00582	2.81	6093
after CTS	56.3	68600	0.00935	2.80	6311
after global placement	53.3	65000	0.00581	2.83	6093
final	56.3	68600	0.00934	2.58	6313
after global routing	56.3	68600	0.00959	2.51	6312
after floorplan	-	61700	0.00528	3.43	4655
[synthesized netlist by cell type (all sizes together)]
cell / n
a211oi: 252
a221oi: 128
a22oi: 2
a41oi: 2
and2: 4
and3: 3
and3b: 1
and4: 2
buf: 297
clkbuf: 306
conb: 1
edfxtp: 1024
inv: 64
mux2: 640
mux2i: 512
mux4: 256
nand2: 332
nand2b: 2
nand3: 2
nand3b: 5
nand4: 2
nor2: 4
nor2b: 4
nor3: 1
nor3b: 2
nor4: 4
o21ai: 458
o21bai: 5
o22ai: 256
or2: 1
or3: 1
or3b: 3
xnor2: 8
xor2: 8
[logic make-up (layout without fill, tap and decap cells)]
| family | Yosys count | count (layout) | synth area share (%) |
|---|---|---|---|
| xor gates and xnor gates | 16 | 16 | 0.228 |
| AOI/OAI and AO/OA | 1103 | 1103 | 12.7 |
| and+or+nand+nor | 373 | 373 | 2.52 |
| other | 1 | 66 | 0.00610 |
| buffers and inverters | 667 | 698 | 5.11 |
| DFF | 1024 | 1024 | 50.0 |
| muxes | 1408 | 1408 | 29.4 |
[routing by layer]
metal	up-vias	global-route usage, %
li1	18200	-
met4	18	11.7
met1	21200	51.1
met2	2922	55.7
met3	534	23.7
met5	-	1.27
[where the power goes]
group	internal [W]	switching [W]	leakage, nW
registers	0.00429	0.0000654	9.33
clock network	0.00201	0.00156	1.75
logic	0.000596	0.000820	11.9
Power and IR drop assume default switching activity.
