**run.sh**
```bash
#!/bin/bash
# OpenROAD 26Q1-2900-gdf79404cd8, Yosys 0.63+post, stock flow scripts
make -C /OpenROAD-flow-scripts/flow DESIGN_CONFIG=/design/flow/config.mk WORK_HOME=/design/flow/orfs finish
```
**config.mk**
```make
export PLATFORM = sky130hd
export DESIGN_NAME = rgfile
export DESIGN_NICKNAME = rgfile
export VERILOG_FILES = /design/flow/design.v
export SDC_FILE = /design/flow/constraint.sdc
export NUM_CORES = 4
export LEC_CHECK = 1
export CORE_AREA = 10 10 547 547
export DIE_AREA = 0 0 557 557
```
**constraint.sdc**
```tcl
current_design rgfile

set clk_period 15.7
set clk_io_pct 0.2

create_clock -name clk0 -period $clk_period [get_ports {clk}]

set non_clock_inputs [all_inputs -no_clocks]
set_input_delay [expr $clk_period * $clk_io_pct] -clock clk0 $non_clock_inputs
set_output_delay [expr $clk_period * $clk_io_pct] -clock clk0 [all_outputs]
```
**design.v**
```verilog
module updatereg(in,enable,rst,resetval,clk,out);
parameter width = 64;
output reg [width-1:0] out;
input wire [width-1:0] in,resetval;
input wire enable,rst,clk;
always @(posedge clk)
begin
	if (rst)
		out <= resetval;
	else if (enable)
		out <= in;
end
endmodule
module rgfile(rst,clk,W_dstE_i, W_valE_i, W_dstM_i, W_valM_i, d_srcA_i, d_rvalA_o, d_srcB_i, d_rvalB_o, rax, rcx, rdx, rbx, rsp, rbp, rsi, rdi, r8, r9, r10, r11, r12, r13, r14);
input wire [3:0] W_dstE_i,W_dstM_i,d_srcA_i,d_srcB_i;
input wire [63:0] W_valE_i,W_valM_i;
input wire rst,clk; 
output wire [63:0] d_rvalA_o,d_rvalB_o;
output wire [63:0] rax, rcx, rdx, rbx, rsp, rbp, rsi, rdi,
r8, r9, r10, r11, r12, r13, r14;
wire [63:0] rax_dat, rcx_dat, rdx_dat, rbx_dat, rsp_dat, rbp_dat, rsi_dat, rdi_dat,
r8_dat, r9_dat, r10_dat, r11_dat, r12_dat, r13_dat, r14_dat;
wire rax_wrt, rcx_wrt, rdx_wrt, rbx_wrt, rsp_wrt, rbp_wrt, rsi_wrt, rdi_wrt,
r8_wrt, r9_wrt, r10_wrt, r11_wrt, r12_wrt, r13_wrt, r14_wrt;
updatereg rax_reg(rax_dat, rax_wrt, rst, 64'b0, clk, rax);
updatereg rcx_reg(rcx_dat, rcx_wrt, rst, 64'b0, clk, rcx);
updatereg rdx_reg(rdx_dat, rdx_wrt, rst, 64'b0, clk, rdx);
updatereg rbx_reg(rbx_dat, rbx_wrt, rst, 64'b0, clk, rbx);
updatereg rsp_reg(rsp_dat, rsp_wrt, rst, 64'b0, clk, rsp);
updatereg rbp_reg(rbp_dat, rbp_wrt, rst, 64'b0, clk, rbp);
updatereg rsi_reg(rsi_dat, rsi_wrt, rst, 64'b0, clk, rsi);
updatereg rdi_reg(rdi_dat, rdi_wrt, rst, 64'b0, clk, rdi);
updatereg r8_reg(r8_dat, r8_wrt, rst, 64'b0, clk, r8);
updatereg r9_reg(r9_dat, r9_wrt, rst, 64'b0, clk, r9);
updatereg r10_reg(r10_dat, r10_wrt, rst, 64'b0, clk, r10);
updatereg r11_reg(r11_dat, r11_wrt, rst, 64'b0, clk, r11);
updatereg r12_reg(r12_dat, r12_wrt, rst, 64'b0, clk, r12);
updatereg r13_reg(r13_dat, r13_wrt, rst, 64'b0, clk, r13);
updatereg r14_reg(r14_dat, r14_wrt, rst, 64'b0, clk, r14);
assign d_rvalA_o =
d_srcA_i == 4'H0 ? rax:
d_srcA_i == 4'H1 ? rcx:
d_srcA_i == 4'H2 ? rdx:
d_srcA_i == 4'H3 ? rbx:
d_srcA_i == 4'H4 ? rsp:
d_srcA_i == 4'H5 ? rbp:
d_srcA_i == 4'H6 ? rsi:
d_srcA_i == 4'H7 ? rdi:
d_srcA_i == 4'H8 ? r8:
d_srcA_i == 4'H9 ? r9:
d_srcA_i == 4'HA ? r10:
d_srcA_i == 4'HB ? r11:
d_srcA_i == 4'HC ? r12:
d_srcA_i == 4'HD ? r13:
d_srcA_i == 4'HE ? r14:0;
assign d_rvalB_o =
d_srcB_i == 4'H0 ? rax:
d_srcB_i == 4'H1 ? rcx:
d_srcB_i == 4'H2 ? rdx:
d_srcB_i == 4'H3 ? rbx:
d_srcB_i == 4'H4 ? rsp:
d_srcB_i == 4'H5 ? rbp:
d_srcB_i == 4'H6 ? rsi:
d_srcB_i == 4'H7 ? rdi :
d_srcB_i == 4'H8 ? r8:
d_srcB_i == 4'H9 ? r9:
d_srcB_i == 4'HA ? r10:
d_srcB_i == 4'HB ? r11:
d_srcB_i == 4'HC ? r12:
d_srcB_i == 4'HD ? r13:
d_srcB_i == 4'HE ? r14:0;
assign rax_dat = W_dstM_i == 4'H0 ? W_valM_i : W_valE_i;
assign rcx_dat = W_dstM_i == 4'H1 ? W_valM_i : W_valE_i;
assign rdx_dat = W_dstM_i == 4'H2 ? W_valM_i : W_valE_i;
assign rbx_dat = W_dstM_i == 4'H3 ? W_valM_i : W_valE_i;
assign rsp_dat = W_dstM_i == 4'H4 ? W_valM_i : W_valE_i;
assign rbp_dat = W_dstM_i == 4'H5 ? W_valM_i : W_valE_i;
assign rsi_dat = W_dstM_i == 4'H6 ? W_valM_i : W_valE_i;
assign rdi_dat = W_dstM_i == 4'H7 ? W_valM_i : W_valE_i;
assign r8_dat = W_dstM_i == 4'H8 ? W_valM_i : W_valE_i;
assign r9_dat = W_dstM_i == 4'H9 ? W_valM_i : W_valE_i;
assign r10_dat = W_dstM_i == 4'HA ? W_valM_i : W_valE_i;
assign r11_dat = W_dstM_i == 4'HB ? W_valM_i : W_valE_i;
assign r12_dat = W_dstM_i == 4'HC ? W_valM_i : W_valE_i;
assign r13_dat = W_dstM_i == 4'HD ? W_valM_i : W_valE_i;
assign r14_dat = W_dstM_i == 4'HE ? W_valM_i : W_valE_i;
assign rax_wrt = W_dstM_i == 4'H0 | W_dstE_i == 4'H0;
assign rcx_wrt = W_dstM_i == 4'H1 | W_dstE_i == 4'H1;
assign rdx_wrt = W_dstM_i == 4'H2 | W_dstE_i == 4'H2;
assign rbx_wrt = W_dstM_i == 4'H3 | W_dstE_i == 4'H3;
assign rsp_wrt = W_dstM_i == 4'H4 | W_dstE_i == 4'H4;
assign rbp_wrt = W_dstM_i == 4'H5 | W_dstE_i == 4'H5;
assign rsi_wrt = W_dstM_i == 4'H6 | W_dstE_i == 4'H6;
assign rdi_wrt = W_dstM_i == 4'H7 | W_dstE_i == 4'H7;
assign r8_wrt = W_dstM_i == 4'H8 | W_dstE_i == 4'H8;
assign r9_wrt = W_dstM_i == 4'H9 | W_dstE_i == 4'H9;
assign r10_wrt = W_dstM_i == 4'HA | W_dstE_i == 4'HA;
assign r11_wrt = W_dstM_i == 4'HB | W_dstE_i == 4'HB;
assign r12_wrt = W_dstM_i == 4'HC | W_dstE_i == 4'HC;
assign r13_wrt = W_dstM_i == 4'HD | W_dstE_i == 4'HD;
assign r14_wrt = W_dstM_i == 4'HE | W_dstE_i == 4'HE;
endmodule
```
==> results.toml <==
# physical design summary
[global_route]
grt_max_degree = 143
grt_pass1_wl_um = 660000
antenna_found_initial = 64
grt_pass1_vias = 64000
overflow = 0
gr-usage-all-layers_pct = 32.0

[status]
status = "finished, final reports clean"

[pwr]
switching_share_pct = 34.4
intPower_w = 0.00469
clkPwrFrac_pct = 38.1
p_comb_share_pct = 22.4
p_per_area_nw_per_um2 = 88.4
peakVddDrop_mv = 0.0952
pwr-share-seq_pct = 39.5
power_leakage_nw = 28.2
switchingPower_w = 0.00246

[setup_path]
arrival_ps = 8270
reg2reg_from = "rbp_reg.out[11]"
crit_type = "input pin to output port"
setup.worst_path.end = "d_rvalB_o[10]"
r2r_end = "rbp_reg.out[11]"
critPathCaptureType = "output port"
r2r_slack_ps = 14460
crit_start = "d_srcB_i[1]"
required_ps = 12560
crit_fanout = 36
ff2ff_path_depth = 2
start_kind = "input pin"

[logic_synthesis]
edf_count = 0
async_reset_ff_share_pct = 0
ys_cells = 7279
yosysSeqAreaShare_pct = 31.1
ys.warnings.count = 1
postSynthCellCount = 7279
synth_top_area_share_pct = 31.1
largest_area_cell = "dfxtp_1"
synth_cell_types = 76
ys_area_um2 = 61800
ff_type = "dfxtp_1"
syn_area_um2 = 61800
area_leaders = "dfxtp_1 (31%), mux2i_1 (20%), a211oi_1 (12%)"
avgSynthCellArea_um2 = 8.49
synth-seq-cells = 960

[route]
wl_per_cell_um = 43.2
drt-pass1-iter-count = 8
final_antenna_net_count = 0
routed_wl_um = 513000
initialDrtViolationCount = 9660
via_per_inst = 5.93
remaining_drc_errors = 0
num_vias = 70300

[cts]
clk_path_buf_depth = 3
clk_latency_ps = 770
path_clk_slew_ps = 60
ctsHoldBuffers = 0
cts_setup_buffers = 0
cts.sinks = 960
cts_buffers = 113
cts_tree = "built"
cts-root-buf = "clkbuf_16"
post_cts_resized = 0
ctsHtreeMaxLevel = 3

[layout]
instances_no_fill = 11900
drive_gt1_share_pct = 9.25
final_util_pct = 28.1
final_cell_mix = "mux2i_1 (1243), clkdlybuf4s50_1 (1224), nor2_1 (1115)"
fin_area_um2 = 80900
n_fill_cell = 30200
lay_top_count = "mux2i_1"
area_delta_synth_final_pct = 30.8

[place]
placed_area_um2 = 77100
gp_congestion = 0.984
dp_hpwl_um = 385000
dp.cells = 11600
io_buffer_count = 1233

[floorplan]
die_area_um2 = 310000
io_pins = 1234
core_um2 = 288000
fp.dieW_um = 557
floorplanUtilization_pct = 21.5
die_y_um = 557
num_rows = 197

[final_timing]
rsz0062_at_grt = "false"
fin_setup_tns_ps = 0
max_freq_ghz = 0.0876
finalSetupViolCount = 0
final.min_clock_period_ps = 11410
hold_viol_final = 0
tightest_slew_ps = 1180
drv_slew = 0
finalClockSkew_ps = 0
whs_ps = 591
relSlewSlack_pct = 20.1
finalClockPeriodUsage_pct = 72.7

[min_path]
hp-class = "flop to flop"

[job]
warning_count = 34
drv_cap = 0
sequential cells by signal, summed over array words and instances (netlist names):
name / flops
r8_reg.out: 64
rbp_reg.out: 64
r9_reg.out: 64
r14_reg.out: 64
r13_reg.out: 64
rsi_reg.out: 64
rbx_reg.out: 64
r10_reg.out: 64
rdx_reg.out: 64
r12_reg.out: 64
rsp_reg.out: 64
rax_reg.out: 64
r11_reg.out: 64
rcx_reg.out: 64
rdi_reg.out: 64
layout make-up:
class / instances / area [um2] / share of cell area (%)
diodes: 22 / 55.1 / 0.0681
inverters: 22 / 108 / 0.133
well taps: 3781 / 4730 / 5.85
flip-flops and latches: 960 / 19200 / 23.8
clock inverters: 43 / 463 / 0.572
multi-input cells: 5400 / 38800 / 48.0
clock buffers: 166 / 3260 / 4.03
repair buffers: 1472 / 14200 / 17.6
routing by layer:
| metal | vias to the layer above | GRT usage, % | wire length (um) |
|---|---|---|---|
| met3 | 1323 | 18.9 | 81400 |
| met1 | 34100 | 37.8 | 184000 |
| li1 | 28800 | - | - |
| met4 | 56 | 15.5 | 33300 |
| met5 | - | 0.747 | 825 |
| met2 | 6042 | 46.1 | 214000 |
worst max-delay path, stage by stage:
cell	delay, ps
buf_8	350
buf_4	530
buf_4	500
nor2b_4	320
buf_4	360
buf_4	480
nand2_2	550
o22ai_1	310
nor4_1	100
o21ai_0	790
clkdlybuf4s50_1	640
synthesized netlist by cell type, types with 43 or more instances:
cell and count:
a211oi_1 1011, clkbuf_1 550, a21oi_1 315, a221oi_1 51
nand2_1 285, mux4_2 44, o21ai_0 252, a22oi_1 108
mux2i_1 1243, buf_6 44, buf_4 123, buf_2 151
mux2_2 139, nor2_1 1126, o22ai_1 127, nor2b_1 43
dfxtp_1 960, nand2b_1 44
cell families (layout without fill, tap and decap cells):
group,count (synthesis),after routing,synth area share (%)
AND-OR/OR-AND,2305,2305,26.3
AND/OR/NAND/NOR,1669,1669,11.2
multiplexers,1426,1426,24.3
flip-flops,960,960,31.1
buffers and inverters,919,1703,7.17
other,0,22,0
power by group through the flow:
stage | registers (W) | logic (W) | clock network (W)
6_report | 0.00283 | 0.00160 | 0.00272
5_1_grt | 0.00282 | 0.00166 | 0.00281
4_1_cts | 0.00281 | 0.00157 | 0.00272
worst min path at each step:
stage / start / endpoint / slack [ps] / depth (start not counted)
finish: rcx_reg.out[51] / rcx_reg.out[51] / 590 / 2
global route: r10_reg.out[57] / r10_reg.out[57] / 620 / 2
CTS: r10_reg.out[46] / r10_reg.out[46] / 590 / 2
per-stage QoR:
step                setup WS (ps)  total power, W
floorplan                    8140         0.00337
global placement             4480         0.00442
detailed placement           4460         0.00442
CTS                          4430         0.00710
global route                 4410         0.00729
finish                       4290         0.00715
Power and IR drop assume default switching activity.
